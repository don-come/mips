==> ./design.v <==
module bascule #( WIDTH=32 )( 
        input           clk,  
        input logic     [WIDTH-1:0] in_bascule, 
        output logic    [WIDTH-1:0] out_bascule
) ;
always_ff @( posedge clk ) 
        begin
                out_bascule <= in_bascule ;
        end
endmodule
==> ./run.sh <==
#!/bin/bash
# OpenROAD 26Q1-2900-gdf79404cd8, Yosys 0.63+post, stock flow scripts
make -C /OpenROAD-flow-scripts/flow DESIGN_CONFIG=/design/flow/config.mk WORK_HOME=/design/flow/orfs finish
==> ./config.mk <==
export PLATFORM = sky130hd
export DESIGN_NAME = bascule
export DESIGN_NICKNAME = bascule
export VERILOG_FILES = /design/flow/design.v
export SDC_FILE = /design/flow/constraint.sdc
export NUM_CORES = 4
export LEC_CHECK = 1
export CORE_AREA = 10 10 80 80
export DIE_AREA = 0 0 90 90
==> ./constraint.sdc <==
current_design bascule

set clk_period 1.0
set clk_io_pct 0.2

create_clock -name clk0 -period $clk_period [get_ports {clk}]

set non_clock_inputs [all_inputs -no_clocks]
set_input_delay [expr $clk_period * $clk_io_pct] -clock clk0 $non_clock_inputs
set_output_delay [expr $clk_period * $clk_io_pct] -clock clk0 [all_outputs]
==> reports/summary.txt <==
Ys async rst share - 0%
Crit share post-route - 95.56%
Max Clk Rate - 1046 MHz
Worst-path fanout max - 1
Pleak - 0.0005822 µW
Router iterations before antenna repair - 2
I/O pins - 65
Status - finished clean
Worst-Margin Slew - 0.06148 ns
Max incr delay on CP - 0.31 ns
Antenna diodes - 0
Area growth syn-to-layout - 120.7%
Final setup viols - 0
Post-synth top area share - 100.0%
WL final - 2051 µm
Buffers plus inverters on the worst setup path - 1
Reg area - 654.4 µm²
Largest net degree at the start of global routing - 10
Crit path capture type - output port
Fin. Hold Viols - 0
MaxCap Viol Count - 0
TritonCTS Buffers - 5
Antenna violations before repair - 0
Fin cells - 171
Drt first-iter violations - 5
CP max stage cell - dfxtp_2
Post-Synthesis Cell Area - 640.6 µm²
Post-CTS Setup Inserts - 0
Worst EP arrival - 0.76 ns
Final number of max-transition violations - 0
Core Area - 0.004723 mm²
Setup CP Type - reg2out
Clock tree root buffer cell - clkbuf_8
# fillers - 486
Chip height - 90 µm
Synth Instances - 32
Number of global-route vias before repair - 558
CP delay by family, top - flip-flops
Ys flops - 32
Yosys warnings - 1
TritonCTS clock tree - done
Crit path launch type - register
Routed WL per cell - 11.99 µm
Multi-input comb cells - 0
Tool warnings - 25
Layout cells sized above 1 - 26.92%
DR vias/cell - 2.942
Ys flop type - dfxtp_1
Post-synth EDFFs - 0
CTS sink cnt - 32
Biggest regs - out_bascule: 32 flops
CTS clk-pin slew, worst paths - 0.06 ns
Comb gate area - 0 µm²
Slew Limit Headroom - 95.90%
Final min period - 0.9556 ns
Congestion Overflow GR - 0
Most common cell in the synthesized netlist - dfxtp_1
Routed vias - 503
Placer congestion estimate - 0.6394
Top cells, area - dfxtp_1 (100%)
DIE AREA - 0.008100 mm²
Total power - 2530 µW
CP required - 0.80 ns
Synth top cells by count - dfxtp_1 (32)
Chip Width - 90 µm
IO Port Bufs - 64
Peak VDD IR - 711.6 µV
FP Core Util - 13.56%
Tot GR Track Use - 4.999%
Global-route wire length before repair - 3091 µm
Post-synth top area cell - dfxtp_1
Yosys cell count - 32
Clock tree buffer depth - 2
Post-synth seq share - 100.0%
ANT nets after route - 0
Pwr Density - 1790 mW/mm²
Rows - 25
Remaining DRCs - 0
Yosys Chip Area - 640.6 µm²
Setup TNS - 0 ns
# placed instances - 163
Hold/Removal Path Class - in2reg
Critical Path, Cell by Cell - clkdlybuf4s15_1
Synthesized area per cell - 20.02 µm²
H-tree Lvls - 2
Largest register FFs - 32
Synth cell types - 1
Biggest register - out_bascule
-- placed cells by master, fill, tap and decap left out --
| master | instances |
|---|---|
| clkdlybuf4s15_1 | 21 |
| dfxtp_2 | 11 |
| clkbuf_2 | 11 |
| dfxtp_1 | 21 |
| clkdlybuf4s50_1 | 32 |
| clkbuf_8 | 6 |
| clkbuf_1 | 2 |
-- cell type report --
| type | instances | area share (%) |
|---|---|---|
| Clock buffer | 8 | 6.372 |
| Sequential cell | 32 | 46.28 |
| Tap cell | 67 | 5.929 |
| Timing Repair Buffer | 64 | 41.42 |
-- metrics by stage --
| step | util [%] | hold slack (ns) | setup slack [ns] | area, µm² |
|---|---|---|---|---|
| after floorplan | - | 0.2277 | 0.5385 | 640.6 |
| after global placement | 28.90 | 0.6504 | 0.02898 | 1365 |
| after detailed placement | 28.90 | 0.6517 | 0.02532 | 1365 |
| after CTS | 30.91 | 0.3487 | 0.01457 | 1460 |
| after global routing | 29.93 | 0.3422 | -0.00006029 | 1414 |
| final | 29.93 | 0.3609 | 0.04442 | 1414 |
-- power by group --
part / internal (µW) / switching, µW / total [µW]
combinational: 171 / 25.7 / 197
sequential: 1350 / 16.2 / 1360
clock: 560 / 409 / 969
-- kinds of logic (layout without fill, tap and decap cells) --
logic type,Yosys count,in the layout,share of synthesized area [%]
buf+inv,0,72,0
flops,32,32,100.0
-- path summary, 6_finish.rpt --
path                           to            start  cells past startpoint
hold / removal    out_bascule[18]   in_bascule[18]                      1
setup / recovery  out_bascule[13]  out_bascule[13]                      1
-- layer usage --
layer / track usage (%) / vias up / part of all wire (%)
li1: - / 238 / -
met1: 5.247 / 205 / 40
met2: 6.174 / 54 / 34
met3: 6.287 / 6 / 24
met4: 0.7958 / 0 / 1.9
met5: 0 / - / 0
-- what timing repair did --
item	CTS	global route
resized	68	18
pin swaps	0	0
setup endpoints to repair	32	15
hold buffers	0	0
No activity file was given, so power comes from the tool's default toggle rates.
